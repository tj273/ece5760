==> flow/design.v <==
module testbench();
  reg                 clk, reset;
  reg  signed [17:0]  k1, k2, k13, k23, km, km3, D1, D2; 
  reg  signed [17:0]  init_v1, init_v2;
  reg  signed [17:0]  init_x1, init_x2;
  reg          [3:0]  dt;
  wire signed [17:0]  x1, x2;
   initial begin
    clk = 1'b0;
    k1  = 18'sd65536;
    k13 = 18'sd0;
    k2  = 18'sd65536;
    k23 = 18'sd0;
    km  = 18'sd65536;
    km3 = 18'sd0;
    D1  = 18'sd655;
    D2  = 18'sd655;
    init_v1 =  18'sd0;
    init_v2 =  18'sd0;
    init_x1 =  18'sd0;
    init_x2 =  18'sd42598;
    dt = 4'd9;
	end
	always begin
		#10
		clk  = !clk;
	end
	initial begin
		reset  = 1'b1;
		#10 
		reset  = 1'b0;
		#30
		reset  = 1'b1;
	end
	euler_ode_solver DUT(.k1(k1), .k13(k13), .k2(k2), .k23(k23), .km(km), .km3(km3), .D1(D1), .D2(D2), 
                   .init_v1(init_v1), .init_v2(init_v2),
                   .init_x1(init_x1), .init_x2(init_x2),
                   .clk(clk), .reset(reset),
                   .dt(dt),
                   .x1(x1), .x2(x2) );
endmodule
module integrator(out,funct,InitialOut,dt,clk,reset);
	output [17:0] out; 		 
	input signed [17:0] funct;       
	input [3:0] dt ;		       
	input clk, reset;
	input signed [17:0] InitialOut;   
	wire signed	[17:0] out, v1new ;
	reg signed	[17:0] v1 ;
	always @ (posedge clk) 
	begin
		if (reset==0)  
			v1 <= InitialOut ;  
		else 
			v1 <= v1new ;	
	end
	assign v1new = v1 + (funct>>>dt) ;
	assign out = v1 ;
endmodule
module signed_mult (out, a, b);
	output 		[17:0]	out;
	input 	signed	[17:0] 	a;
	input 	signed	[17:0] 	b;
	wire	signed	[17:0]	out;
	wire 	signed	[35:0]	mult_out;
	assign mult_out = a * b;
	assign out = {mult_out[35], mult_out[32:16]};
endmodule
module euler_ode_solver
(
  input  signed [17:0] k1, k13, k2, k23, km, km3, D1, D2, 
  input  signed [17:0] init_v1, init_v2,
  input  signed [17:0] init_x1, init_x2,
  input                clk, reset, 
  input          [3:0] dt,
  output signed [17:0] x1, x2 
);
  wire signed [17:0] v1, v2;
  wire signed [17:0] functv1, functv2;
  wire signed [17:0] leftwall, rightwall;
  wire signed [17:0] sp1_f, sp2_f, spm_f;
  wire signed [17:0] k1x1, k13x13, k2x2, k23x23, kmxd, km3xd3;
  wire signed [17:0] x12, x13, x22, x23, xd2, xd3;
  wire signed [17:0] x1left, x2right, temp;
  wire signed [17:0] v1d1, v2d2;
  assign leftwall  = -18'sd65535;             
  assign rightwall =  18'sd65536;             
  assign x1left=x1-leftwall;
  signed_mult k1x1mul   (k1x1,   k1,          x1left); 
  signed_mult k1square  (x12,    x1left,      x1left); 
  signed_mult k1cube    (x13,    x12,         x1left); 
  signed_mult k13x13mul (k13x13, k13,         x13   );
  assign sp1_f = k1x1 + k13x13;
  assign x2right=rightwall-x2;
  signed_mult k2x2mul   (k2x2,   k2,           x2right); 
  signed_mult k2square  (x22,    x2right,      x2right); 
  signed_mult k2cube    (x23,    x22,          x2right); 
  signed_mult k23x23mul (k23x23, k23,          x23    );
  assign sp2_f = k2x2 + k23x23;
  assign temp=x2-x1;
  signed_mult kmxdmul   (kmxd,   km,           temp); 
  signed_mult xdsquare  (xd2,    temp,         temp); 
  signed_mult xdcube    (xd3,    xd2,          temp); 
  signed_mult km3xd3mul (km3xd3, km3,          xd3 );
  assign spm_f = kmxd + km3xd3;
  signed_mult v1damping (v1d1,   v1,           D1);
  signed_mult v2damping (v2d2,   v2,           D2);
  integrator x1int (.out(x1), .funct(v1),      .dt(dt), .clk(clk), .reset(reset), .InitialOut(init_x1));
  assign functv1 = -sp1_f - v1d1 + spm_f;
  integrator v1int (.out(v1), .funct(functv1), .dt(dt), .clk(clk), .reset(reset), .InitialOut(init_v1));
  integrator x2int (.out(x2), .funct(v2),      .dt(dt), .clk(clk), .reset(reset), .InitialOut(init_x2));
  assign functv2 = sp2_f - v2d2 - spm_f;
  integrator v2int (.out(v2), .funct(functv2), .dt(dt), .clk(clk), .reset(reset), .InitialOut(init_v2));
endmodule
==> flow/run.sh <==
#!/bin/bash
# OpenROAD 26Q1-2900-gdf79404cd8, Yosys 0.63+post, stock flow scripts
make -C /OpenROAD-flow-scripts/flow DESIGN_CONFIG=/design/flow/config.mk WORK_HOME=/design/flow/orfs finish
==> flow/config.mk <==
export PLATFORM = sky130hd
export DESIGN_NAME = euler_ode_solver
export DESIGN_NICKNAME = euler_ode_solver
export VERILOG_FILES = /design/flow/design.v
export SDC_FILE = /design/flow/constraint.sdc
export NUM_CORES = 4
export LEC_CHECK = 1
export CORE_UTILIZATION = 30
==> flow/constraint.sdc <==
current_design euler_ode_solver

set clk_period 66.9
set clk_io_pct 0.2

create_clock -name clk0 -period $clk_period [get_ports {clk}]

set non_clock_inputs [all_inputs -no_clocks]
set_input_delay [expr $clk_period * $clk_io_pct] -clock clk0 $non_clock_inputs
set_output_delay [expr $clk_period * $clk_io_pct] -clock clk0 [all_outputs]
==> impl_metrics.ini <==
; flow metrics
[sta]
finalSetupTns_ns = 0
slew_headroom_pct = 24.4
worst_pin_slew_ns = 1.13
setup_viol = 0
rsz0062_at_grt = no
min_period_ns = 33.42
max_freq_ghz = 0.0299
finalHoldViolCount = 0
finalCritPeriodShare_pct = 50.0
slew_violations = 0
clock_skew_ns = 0.0168

[route]
met3WireLength_mm = 67.3
drc = 0
antenna_left = 0
wl_met2_mm = 215
m1WireLength_mm = 188
avgViaCountPerCell = 4.52
wl_per_cell_um = 18.7
num_vias = 117000
first_iter_violations = 4805
drt_pass1_iterations = 5
highest_layer = met5
drt-total-wl_mm = 485

[job]
maxCapViolCount = 0
tool_warnings = 45

[status]
outcome = finished, final reports clean

[die]
fp_util_pct = 30.1
coreArea_mm2 = 0.557
ioPinCount = 258
die.size.y_um = 750
fp.dieArea_mm2 = 0.563
die_w_um = 750
rows = 274

[clock_network]
ctsResizeCount = 0
htree_levels = 3
clk_latency_ns = 0.42
path_clk_slew_ns = 0.08
cts_setup_buffers = 0
ctsHoldBuffers = 0
cts_tree = yes
clock_path_buffers = 2
cts_root_buffer = clkbuf_16
cts.sinks = 72
cts_buffers = 9

[finish]
final_layout_size_suffix_gt1_share_pct = 3.89
final_cell_mix = inv_1 (4931), fa_1 (4572), nand2_1 (2568)
layout_top_cell = inv_1
fillers = 56900
fin_cells = 25900
area.growth.synth_to_final_pct = 8.07

[placement]
dp.cells = 25900
numPortBuffers = 257
gp_congestion = 0.972
detailed_place_hpwl_mm = 412

[worst_setup_path]
timing.critical_path.required_ns = 67.26
critical_path_class = register to register
start_kind = register
crit_path_top_delay_cell = a2111oi_0
crit_top_cell = fa_1
path_max_fanout = 33
crit_buf_inv = 18
critical_path.top_delay_family = AND-OR/OR-AND gates
cp_slowest_stage_delay_ns = 0.74
worstPathArrival_ns = 33.78
crit_path_end_kind = register

[global_routing]
grt_max_degree = 57
grt_use_total_pct = 19.0
gr-total-overflow = 0
grt_pass1_vias = 129000
grt_pass1_wl_mm = 770
antenna_found_initial = 54

[logic_synthesis]
flop_cell = dfxtp_1
synthArstFlopShare_pct = 0
ys.flops = 72
syn_area_mm2 = 0.168
syn_inst = 18400
yosysWarnings = 1
syn_avg_cell_area_um2 = 9.11
ys_cells = 18400
synth_cell_types = 94
ys_area_mm2 = 0.168
synth-edff-count = 0
synth_seq_share_pct = 0.858

[min_path]
hold_path_class = register to register
-- sequential cells by signal, summed over array words and instances, names as in the netlist --
signal / cells
v2int.v1: 18
x2int.v1: 18
v1int.v1: 18
x1int.v1: 18
-- synthesized netlist by cell type (82+ instances only) --
master	n	area, um^2
a21oi_1	297	1490
clkbuf_1	639	2400
a21o_1	152	1140
inv_1	4933	18500
xor2_1	125	1090
ha_1	1400	17500
buf_1	82	308
nand2b_1	262	1640
o21ai_0	179	896
and2_1	906	5670
nor2_1	800	3000
nor2b_1	82	513
xnor2_1	418	3660
nand2_1	2569	9640
fa_1	4573	91500
-- logic make-up (layout without fill, tap and decap cells) --
family / Yosys count / after routing / share of synthesized area, %
adder cells (fa/ha/maj): 5973 / 5973 / 65.0
buffers and inverters: 5683 / 5697 / 12.7
multiplexers: 147 / 147 / 1.05
flip-flops: 72 / 72 / 0.858
AND-OR/OR-AND: 1031 / 1031 / 4.01
XOR/XNOR: 550 / 550 / 2.93
AND/OR/NAND/NOR: 4980 / 4980 / 13.5
other: 0 / 28 / 0
-- worst reg2reg max path: cells and delay by family, from the launching register on --
family / cells / cell delay (ns)
AND-OR/OR-AND: 50 / 13.12
adder cells (fa/ha/maj): 28 / 12.30
XOR/XNOR: 10 / 3.05
buffers and inverters: 18 / 2.59
AND/OR/NAND/NOR: 13 / 1.94
flip-flops: 1 / 0.31
-- final cells by class --
class,instances,area [um^2],share of cell area [%]
Multi-Input combinational cell,12700,146000,80.3
Antenna cell,28,70.1,0.0386
Timing Repair Buffer,725,6060,3.34
Clock inverter,6,68.8,0.0379
Inverter,4956,18600,10.3
Clock buffer,10,229,0.126
Tap cell,7452,9320,5.14
Sequential cell,72,1440,0.796
-- path summary, 6_finish.rpt --
path           startpoint            to  slack, ns  depth (start not counted)
max           x2int.v1[0]  v2int.v1[17]      33.48                        119
min          x2int.v1[17]  x2int.v1[17]       0.74                          3
max reg2reg   x2int.v1[0]  v2int.v1[17]      33.48                        119
min reg2reg  x2int.v1[17]  x2int.v1[17]       0.74                          3
-- stage by stage --
step / area (um^2) / setup slack, ns / utilization [%] / hold WS (ns)
detailed placement: 181000 / 33.62 / 32.5 / 0.730
floorplan: 168000 / 38.30 / - / 0.602
CTS: 181000 / 33.51 / 32.6 / 0.744
finish: 181000 / 33.48 / 32.6 / 0.744
global placement: 181000 / 33.77 / 32.5 / 0.709
global route: 181000 / 31.16 / 32.6 / 0.789
-- routing by layer --
| layer | GRT usage, % | vias to the layer above |
|---|---|---|
| met5 | 0.960 | - |
| met4 | 4.03 | 54 |
| met3 | 11.1 | 475 |
| met2 | 28.0 | 4078 |
| met1 | 24.7 | 59400 |
| li1 | - | 53300 |
